--- flow/config.mk ---
export PLATFORM = sky130hd
export DESIGN_NAME = clock59
export DESIGN_NICKNAME = clock59
export VERILOG_FILES = /design/flow/design.v
export SDC_FILE = /design/flow/constraint.sdc
export NUM_CORES = 4
export LEC_CHECK = 1
export CORE_AREA = 10 10 85 85
export DIE_AREA = 0 0 95 95
--- flow/constraint.sdc ---
current_design clock59

set clk_period 2.1
set clk_io_pct 0.2

create_clock -name clk0 -period $clk_period [get_ports {clk}]

set non_clock_inputs [all_inputs -no_clocks]
set_input_delay [expr $clk_period * $clk_io_pct] -clock clk0 $non_clock_inputs
set_output_delay [expr $clk_period * $clk_io_pct] -clock clk0 [all_outputs]
--- flow/design.v ---
module clock59 (
    input  logic clk, rst,
    output logic [5:0] sec, min
);
    always_ff @(posedge clk or posedge rst) begin
        if (rst) begin
            sec <= 0; min <= 0;
        end else begin
            if (sec == 59) begin
                sec <= 0;
                min <= (min == 59) ? 0 : min + 1;
            end else sec <= sec + 1;
        end
    end
endmodule
--- flow/run.sh ---
#!/bin/bash
# OpenROAD 26Q1-2900-gdf79404cd8, Yosys 0.63+post, stock flow scripts
make -C /OpenROAD-flow-scripts/flow DESIGN_CONFIG=/design/flow/config.mk WORK_HOME=/design/flow/orfs finish
==> run notes <==
Results of the flow run.

The flow ran to the end, and the final reports show no timing, DRC or antenna violations. TritonCTS built the clock tree. The simple-gate share of the synthesized area stands at 19.01%. In this run the worst setup path terminates at sec[2].

Entering global routing, the biggest net connects 13 pins. The maximum frequency from static timing analysis stands at 0.5807 GHz. The cell-mix breakdown from Yosys lists the XOR/XNOR area share as 2.893%. Per the detailed placement report, the placed cell area equals 817.0 um2. In this design, the largest share of critical-path delay is due to buffers and inverters. The first global-routing pass estimated 2.477 mm of wire.

The logic depth of the worst setup path including buffers stands at 1. The via count stands at 474. The aggregate routed wire length stands at 1.437 mm. The H-tree depth reported by CTS stands at 1. Per the synthesis report, the adder-cell share of the synthesized area is 4.132%. The ratio of cells with drive above 1 in the final layout stands at 10.96%. According to the floorplan log, the row count is 27. Yosys shows that the main logic family after synthesis is simple AND/OR/NAND/NOR gates. Per the slew report, the remaining headroom to the max-slew limit stands at 68.56%. The worst hold path belongs to the class in -> async.

The yosys stat chip area stands at 605.6 um2. STA classifies the critical path startpoint as a flip-flop. The data arrival at the endpoint of the critical path stands at 1.30 ns. Cells fill 15.68% of the core in the end.

The script logs the mean routed wire length per placed instance as 9.910 um. In the Yosys stats the netlist draws on 25 distinct library cells. The total half-perimeter wirelength after legalization and detailed placement stands at 1.100 mm. According to the timing report, the critical path is launched from sec[2]$_DFF_PP0_. Counting the buffers created by CTS gives 3. Antenna repair during routing inserted a diode count of 0. The all-layer global routing usage stands at 3.361%. Setup repair after global routing left no endpoint under its margin. Yosys reported a register bit count of 12.

The reported leakage power stands at 0.3447 nW. The worst register-to-register path begins at sec[0]$_DFF_PP0_. The residual overflow from global routing stands at 0. At the later pin of the worst-skew pair, clock insertion delay measures 0.24 ns. The post-route worst setup slack stands at 0.3781 ns. Multiplexer cells account for 5.372% of the synthesized area.

The remaining number of nets flagged by the antenna check after routing stands at 0. The number of setup buffers added after CTS is 0. The final count of pins violating max slew stands at 0.

The worst setup slack after placement stands at 0.4693 ns. Clock tree synthesis selected as its root buffer the cell sky130_fd_sc_hd__clkbuf_8. In the layout the commonest cells are sky130_fd_sc_hd__clkdlybuf4s50_1 (13), sky130_fd_sc_hd__dfrtp_1 (12), sky130_fd_sc_hd__nand2_1 (7), sky130_fd_sc_hd__nor2_1 (6), sky130_fd_sc_hd__o21ai_0 (4). The die boundary height stands at 95 um. The number of failing setup endpoints in the final timing report stands at 0. The final period utilization stands at 82.00%. Per the post-CTS timing run, clock transition at the registers of the reported paths is 0.05 ns. STA classifies the critical path endpoint as an output pin. The floorplan report gives the top-level pin count as 14.

The worst register-to-register path ends at min[2]$_DFFE_PP0N_. The buffer_ports step reported a buffer count of 13. The maximum cell stage delay along the critical path stands at 0.55 ns.

The number of cells reported by Yosys stat comes to 58. The instance count after placement with tap cells included stands at 142. The worst setup slack for register-to-register paths stands at 0.47 ns.

Per the OpenROAD floorplan log, the area of the die is 9025 um2. The tree built by TritonCTS fans out to 12 sinks. The via density per instance stands at 3.269.

The count of cells resized by post-cts repair stands at 0. The final number of hold-violating endpoints stands at 0. The depth of the most critical reg-to-reg path stands at 5. The routed layout reports a DRC error count of 0.

The finished cells cover 858.3 um2. At the floorplan stage, the core utilization is reported as 11.07%. Each instance of the synthesized netlist takes up on average 10.44 um2. The number of OpenROAD warnings stands at 25.

Among logic cells in the layout, the one with the most instances is sky130_fd_sc_hd__clkdlybuf4s50_1. Summing the sequential cell areas from Yosys gives 49.59% of the chip area. The critical path buffer and inverter count stands at 1. The routability congestion estimate from global placement stands at 0.7840.

The signal on the critical path passes through clkdlybuf4s50_1. The required time at the endpoint of the critical path stands at 1.68 ns. The count of maximum capacitance violations stands at 0.

The cell-mix breakdown from Yosys lists the compound-gate area share as 14.46%. The maximum clock skew at final layout stands at 0.005726 ns. The yosys synthesis warning count stands at 1. In this run the power density over the cells is 518.1 nW/um2. For this block, the initial DRC count from the detailed router was 41. The initial antenna violation count was 0. The number of global-route vias before repair is 509. The number of detailed-route iterations in the first pass stands at 2. The final sum of negative setup slack stands at 0 ns. By startpoint and endpoint, the worst setup path is classified as reg -> out. For the pin with the worst max-slew slack, the measured transition is 0.4710 ns. The number of buffers inserted by hold repair at cts stands at 0.

VDD sags by at most 0.0001324 V. In this run the cell area of the synthesized design comes to 605.6 um2. The region available for standard cell placement spans 5473 um2.

For this design, the slowest cell found on the critical path is sky130_fd_sc_hd__clkdlybuf4s50_1. The number of non-filler instances in the completed layout stands at 145. In this run the deepest clock path goes through 2 buffers. The maximum fanout along the worst path stands at 8.

The horizontal die dimension reported for this design is 95 um. The instance count of the mapped netlist stands at 58. The layout overhead on the synthesized area stands at 41.74%.

The smallest clock period supported by the final layout is computed as 1.722 ns.
-- metal layers --
metal  part of all wire, %  vias to the layer above  wire length (um)  GRT usage (%)
met2                    51                        8               735          5.950
met3                  0.97                        4                14         0.4808
li1                      -                      238                 -              -
met1                    44                      224               639          4.074
met4                   3.3                        0                47          1.122
met5                     0                        -                 0              0
-- synthesized netlist by cell type --
cell type / count / area (um2)
sky130_fd_sc_hd__nand3_1: 3 / 15.01
sky130_fd_sc_hd__o32ai_1: 1 / 8.760
sky130_fd_sc_hd__mux2_2: 1 / 11.26
sky130_fd_sc_hd__o2111a_1: 1 / 11.26
sky130_fd_sc_hd__nand4_1: 1 / 6.260
sky130_fd_sc_hd__mux2_1: 1 / 11.26
sky130_fd_sc_hd__mux2i_1: 1 / 10.01
sky130_fd_sc_hd__nor3_4: 1 / 16.27
sky130_fd_sc_hd__ha_1: 2 / 25.02
sky130_fd_sc_hd__nor3_1: 2 / 10.01
sky130_fd_sc_hd__o211ai_1: 1 / 7.510
sky130_fd_sc_hd__inv_1: 3 / 11.26
sky130_fd_sc_hd__nand2_1: 7 / 26.28
sky130_fd_sc_hd__xor2_1: 1 / 8.760
sky130_fd_sc_hd__a31oi_1: 1 / 6.260
sky130_fd_sc_hd__buf_6: 1 / 11.26
sky130_fd_sc_hd__dfrtp_1: 12 / 300.3
sky130_fd_sc_hd__a41oi_2: 1 / 16.27
sky130_fd_sc_hd__xnor2_1: 1 / 8.760
sky130_fd_sc_hd__nand2_2: 1 / 6.260
sky130_fd_sc_hd__o21ai_0: 4 / 20.02
sky130_fd_sc_hd__a22o_1: 2 / 17.52
sky130_fd_sc_hd__nand2b_1: 2 / 12.51
sky130_fd_sc_hd__clkbuf_2: 1 / 5.000
sky130_fd_sc_hd__nor2_1: 6 / 22.52
-- worst min path at each step --
stage | end | slack, ns
after CTS | min[5]$_DFFE_PP0N_ | 0.51
after global routing | min[5]$_DFFE_PP0N_ | 0.55
final | min[5]$_DFFE_PP0N_ | 0.50
-- cell type report --
cell class,count,area [um2]
timing repair buffer,14,137.6
fill,621,4614
tap,72,90.09
clock buffer,3,41.29
inverter,3,11.26
sequential,12,300.3
multi-input combinational,41,277.8
-- power breakdown --
group          switching [W]  internal, W   total [W]
combinational     0.00000468   0.00000173  0.00000641
clock              0.0000806     0.000126    0.000207
sequential                 0     0.000232    0.000232
total              0.0000853     0.000359    0.000445
-- registers in the layout, indices dropped and copies added (netlist names) --
signal,cells
min,6
sec,6
-- stage by stage --
step                hold WS (ns)  power [W]
CTS                       0.5109  0.0004524
global placement          0.5102  0.0002422
global route              0.5509  0.0004660
detailed placement        0.5248  0.0002422
finish                    0.4985  0.0004447
floorplan                 0.2847  0.0002390
-- cells by family (layout without fill, tap and decap cells) --
kind of cell / count (synthesis) / in the layout
xor gates and xnor gates: 2 / 2
DFF: 12 / 12
AOI/OAI and AO/OA: 11 / 11
adders and majority gates: 2 / 2
buffers and inverters: 5 / 20
muxes: 3 / 3
and+or+nand+nor: 23 / 23
Power figures rest on the tool's default switching activity, not on a simulated workload.
