[./run.sh]
#!/bin/bash
# OpenROAD 26Q1-2900-gdf79404cd8, Yosys 0.63+post, stock flow scripts
make -C /OpenROAD-flow-scripts/flow DESIGN_CONFIG=/design/flow/config.mk WORK_HOME=/design/flow/orfs finish
[./config.mk]
export PLATFORM = sky130hd
export DESIGN_NAME = alu
export DESIGN_NICKNAME = alu
export VERILOG_FILES = /design/flow/design.v
export SDC_FILE = /design/flow/constraint.sdc
export NUM_CORES = 4
export LEC_CHECK = 1
export CORE_AREA = 10 10 70 70
export DIE_AREA = 0 0 80 80
[./constraint.sdc]
current_design alu

set clk_period 3.8
set clk_io_pct 0.2

create_clock -name clk0 -period $clk_period

set non_clock_inputs [all_inputs -no_clocks]
set_input_delay [expr $clk_period * $clk_io_pct] -clock clk0 $non_clock_inputs
set_output_delay [expr $clk_period * $clk_io_pct] -clock clk0 [all_outputs]
[./design.v]
typedef enum bit [1:0] {ADD, SUB, AND, OR} opcode_e;
module alu (
    input  logic [7:0] a, b,
    input  opcode_e op,
    output logic [7:0] y
);
    always_comb begin
        case (op)
            ADD: y = a + b;
            SUB: y = a - b;
            AND: y = a & b;
            OR : y = a | b;
        endcase
    end
endmodule
==> run notes <==
The flow ran to the end, and the final reports show no timing, DRC or antenna violations. The highest attainable clock frequency is 274 MHz. The run gives 26 for the top-level I/O count.

The worst setup path is launched from an input pin. For the total leakage power, the log shows 0.643 nW. The total global routing overflow came out at 0.

Total power normalized to cell area comes to 180 mW/mm2. The worst setup path is captured at an output port. Looking at the VDD voltage map, the peak drop is 63.4 uV.

After routing the design area is 0.00143 mm2. The floorplan-stage core utilization was 21.7%. For this run, the detailed router reports a per-instance via density of 4.39.

The synthesized netlist has a Yosys-reported chip area of 742 um2. The stage logs contain a warning count of 34. Entering global routing, the biggest net connects 18 pins. The die is 80 um tall.

For this sky-water flow run, the detailed-routed wirelength per cell is reported as 11.7 um. The final antenna diode tally reported by the flow is 0. With the cell count listed in synth_stat.txt at 100, the number of routed nets with antenna violations is 0. In the layout the commonest cells are buf_4 (34), clkdlybuf4s50_1 (14), xnor2_1 (10).

A synthesized cell averages 7.42 um2. According to the report, the first pass of detailed routing completed in 4 iterations. Port buffering added 26 buffers. The count of yosys warnings during synthesis was 1; the hold-fix buffer count after cts was 0. Cells with a size suffix above 1 make up 44.4% of the layout. Total power for the finished layout comes to 258 uW.

The run gives 742 um2 for the area of the mapped netlist. After layout, the worst path uses 96.2% of the clock period. Classification of the worst-slack hold path: input pin to output port. There are 0 flip-flops and latches. With the top fanout value on the critical path at 3, the shortest period the worst path allows is 3650 ps. At the worst endpoint, the required time is 3040 ps.

By startpoint and endpoint, the worst setup path is classified as input pin to output port. Summed over all nets, wire length on met2 after detailed routing comes to 1.12 mm. According to the floorplan report, the placeable core area is 0.00342 mm2.

Max-cap violations in this run came to 0. The number of distinct library cells after synthesis came out at 33. The non-filler instance count after layout is 206, and the total die area is 0.00640 mm2. The number of hold violations in the final report was 0.

After its last routability iteration, the placer logged a weighted congestion of 0.906. The initial antenna violation count came out at 0. The half-perimeter wire length after detailed placement was 1.82 mm. For the worst setup path, the data arrival time is 2890 ps. Per the layout area report, the register area comes to 0 um2. The logs give 0 for the count of final setup violators and 0 for the max-slew violation total from the final report. Synthesis handed over a netlist of 100 instances.

The routed length on met3 came out at 112 um. The highest layer touched by signal routing is met3. The first global-routing pass estimated 4.28 mm of wire. The run gives 905 for the via count. For the worst max-slew margin expressed relative to the limit, the log shows 83.4%. Instance count after placement with tap cells included: 193.

The proportion of synthesized chip area in sequential cells was 0%. The report lists the number of standard-cell rows as 21. Per the run report, area growth between synthesis and finish was 93.1%. The placement-stage cell area was 0.00121 mm2. The post-route report lists met1 wire length as 1.18 mm. The pin closest to its max-slew limit shows a slew of 246 ps. The run gives 960 as the number of global-route vias before repair.

Global routing used 7.83% of the available tracks. The detailed router finished its first iteration with 19 violations. Top logic cell by instance count in the layout: buf_4.

The final-layout clock buffer total was 0; the sum of routed wire length over all layers was 2.41 mm. The tools report the DRC violations left as 0. Measured along the x axis, the die boundary spans 80 um.
routing by layer:
layer  up-vias  track usage, %
met5         -               0
met3         0            1.36
li1        481               -
met1       408            10.5
met2        16            13.4
met4         0           0.176
layout make-up:
type               count  area, um2
repair buffers        64        542
well taps             46       57.6
fillers              333       1980
inverters              9       33.8
multi-input cells     87        800
report_power, final:
group	switching (mW)	total [mW]	internal, mW
Combinational	0.107	0.258	0.152
Clock	0	0	0
Sequential	0	0	0
synthesized netlist by cell type, drive strengths merged:
library cell | instances | area, um2
nor2 | 8 | 30.0
xnor2 | 10 | 87.6
buf | 3 | 33.8
a2111oi | 1 | 15.0
o211ai | 1 | 7.51
a21oi | 6 | 30.0
clkbuf | 1 | 3.75
o21bai | 1 | 7.51
o311a | 1 | 10.0
a31oi | 2 | 12.5
nand3 | 2 | 15.0
inv | 9 | 33.8
mux2 | 1 | 11.3
nor3b | 1 | 7.51
mux2i | 3 | 30.0
nand3b | 1 | 7.51
nor4 | 1 | 6.26
nand4 | 1 | 6.26
and3 | 1 | 7.51
o2111ai | 1 | 8.76
a21o | 2 | 15.0
fa | 1 | 20.0
o21ai | 7 | 35.0
ha | 10 | 125
maj3 | 6 | 60.1
nand2 | 9 | 33.8
nor3 | 4 | 20.0
xor2 | 2 | 17.5
nor2b | 2 | 20.0
a31o | 1 | 17.5
nand2b | 1 | 6.26
per-stage QoR:
stage / setup TNS, ps / hold slack, ps / worst slack [ps] / utilization (%)
finish: 0 / 2050 / 145 / 41.9
global route: -20.3 / 2110 / -18.9 / 41.9
global placement: -1860 / 2750 / -534 / 35.4
CTS: 0 / 2300 / 16.5 / 39.7
floorplan: 0 / 1680 / 372 / -
detailed placement: -2010 / 2750 / -572 / 35.4
path summary, 6_finish.rpt:
check                   to  slack [ps]  cells past startpoint   from
worst min-delay path  y[4]        2050                      4  op[1]
worst max-delay path  y[7]         150                     15   b[1]
timing repair:
| action | CTS | global route |
|---|---|---|
| gates cloned | 0 | 0 |
| buffers inserted | 6 | 7 |
| pin swaps | 26 | 15 |
| endpoints found under the setup margin | 6 | 4 |
| resized | 48 | 14 |
worst max-delay path, stage by stage:
cell	delay [ps]
buf_2	110
buf_6	120
nor3_4	210
buf_6	130
nor2_4	30
xnor2_1	110
ha_1	290
buf_4	150
o2111ai_4	70
nand3b_1	130
buf_4	150
a21oi_2	140
mux2i_1	210
o311a_1	190
clkbuf_2	90
cell families (layout without fill, tap and decap cells):
family | count (synthesis) | in the layout | synth area share [%]
compound gates | 23 | 23 | 21.4
fa+ha+maj | 17 | 17 | 27.7
simple gates | 31 | 31 | 21.6
buf+inv | 13 | 73 | 9.61
xor+xnor | 12 | 12 | 14.2
mux | 4 | 4 | 5.56
Power is estimated from default activity; no workload was simulated.
