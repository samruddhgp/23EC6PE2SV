==> /design/flow/design.v <==
module fifo (
    input  logic clk, wr, rd,
    input  logic [7:0] din,
    output logic full, empty
);
    logic [4:0] cnt = 0;
    assign full  = (cnt == 16);
    assign empty = (cnt == 0);
    always_ff @(posedge clk) begin
        if (wr && !full)  cnt++;
        if (rd && !empty) cnt--;
    end
endmodule
==> /design/flow/run.sh <==
#!/bin/bash
# OpenROAD 26Q1-2900-gdf79404cd8, Yosys 0.63+post, stock flow scripts
make -C /OpenROAD-flow-scripts/flow DESIGN_CONFIG=/design/flow/config.mk WORK_HOME=/design/flow/orfs finish
==> /design/flow/config.mk <==
export PLATFORM = sky130hd
export DESIGN_NAME = fifo
export DESIGN_NICKNAME = fifo
export VERILOG_FILES = /design/flow/design.v
export SDC_FILE = /design/flow/constraint.sdc
export NUM_CORES = 4
export LEC_CHECK = 1
export CORE_AREA = 10 10 70 70
export DIE_AREA = 0 0 80 80
==> /design/flow/constraint.sdc <==
current_design fifo

set clk_period 3.2
set clk_io_pct 0.2

create_clock -name clk0 -period $clk_period [get_ports {clk}]

set non_clock_inputs [all_inputs -no_clocks]
set_input_delay [expr $clk_period * $clk_io_pct] -clock clk0 $non_clock_inputs
set_output_delay [expr $clk_period * $clk_io_pct] -clock clk0 [all_outputs]
==> reports/metrics.cfg <==
[floorplanning]
fp.dieH_um=80
chip_area_um2=6400
rows=21
fp.dieW_um=80
coreArea_um2=3420
fp_util_pct=10.7
io_pins=13

[setup_path]
required_ns=2.56
critPathCaptureType=primary output
reg2reg_slack_ns=1.15
crit_arrival_ns=1.89
cp-start-kind=flip-flop
path_max_fanout=4
crit_type=flip-flop to primary output

[layout]
drive_above_1_share_pct=18.2
areaGrowthSynthToFinish_pct=33.9
lay_top_cells=dfxtp_1, xnor2_1, clkdlybuf4s50_1
largest_reg_flops=5
mostFrequentLayoutCell=dfxtp_1

[drt]
vias_per_cell=3.14
drt_first_pass_iters=1
wl_per_cell_um=7.82
drtIter0Drc=0
vias=283
drc=0
diodes=0
final_antenna_net_count=0
wl_um=704

[power_and_ir_drop]
power.total_mw=0.447
power_density_nw_per_um2=914
peakVddDrop_mv=0.319
p_leak_nw=0.198

[sta]
setup_tns_ns=0
worst_slack_ns=0.667
hold_violations=0
report.final.slew_viol_count=0
rsz0062_at_grt=no
final_period_minus_worst_setup_slack_ns=2.53
clock_skew_ns=0.00356
relSlewSlack_pct=79.1
tightest_slew_ns=0.311
fmax_mhz=395
hold_ws_ns=0.633
period_used_pct=79.1
setup_viol=0

[global_route]
grt_pass1_wl_um=1250
grt_max_degree=7
antenna_found_initial=0
grt_pass1_vias=287
grt_use_total_pct=2.41
grt_remaining_overflow=0

[clocking]
cts_hold_buffers=0
tritoncts=built
cts_buffers=3
cts-htree-levels=1
cts_root_buf=clkbuf_4
post_cts.repair.setup_buffers=0
clockBufferDepth=2
clock_latency_ns=0.24
clkTransAtPathRegs_ns=0.04
cts_resized=0
clkSinkCount=5

[synthesis]
ys_types=21
synthCells=36
ys_chip_area_um2=365
syn_avg_cell_area_um2=10.1
ys.flops=5
ys_cells=36
yosysWarnings=1
post_synth_instance_area_um2=365
synth-seq-area-share_pct=27.4

[run_status]
status=complete, no violations

[placed_design]
hpwl_um=567
io_buffers=4
place.gp.congestion=0.831
post-place-ws_ns=0.700

[job]
tool_warnings=34
drv_cap=0

[worst_hold_path]
hold_path_class=flip-flop to flip-flop

cells by family after synthesis:
logic type	Yosys count	share of synthesized area, %
multiplexers	2	5.48
adder cells (fa/ha/maj)	3	10.3
AND-OR/OR-AND	4	9.59
buffers and inverters	4	4.11
XOR/XNOR	7	16.8
flip-flops	5	27.4
AND/OR/NAND/NOR	11	26.4
worst paths after layout:
| path | from | endpoint | cells past startpoint |
|---|---|---|---|
| setup / recovery | cnt[0]$_DFF_P_ | empty | 5 |
| hold reg to reg | cnt[4]$_DFF_P_ | cnt[4]$_DFF_P_ | 2 |
| hold / removal | cnt[4]$_DFF_P_ | cnt[4]$_DFF_P_ | 2 |
| setup reg to reg | cnt[1]$_DFF_P_ | cnt[4]$_DFF_P_ | 9 |
power by group:
part	internal, mW	switching, mW	leakage, nW
combinational	0.126	0.105	0.141
clock	0.0471	0.0252	0.0150
sequential	0.100	0.0439	0.0422
total	0.273	0.174	0.198
worst max-delay path, stage by stage (launching register included):
cell and delay [ns]:
dfxtp_1 0.32, inv_2 0.09, ha_1 0.19, or4b_1 0.51, inv_1 0.09, clkdlybuf4s50_1 0.46
cell usage after synthesis (all sizes together):
master | instances | share of area (%)
inv | 4 | 4.1
and3b | 1 | 2.4
or4 | 1 | 3.1
nand3b | 1 | 2.1
or4b | 1 | 2.7
a211oi | 1 | 3.4
nand2 | 1 | 1.0
nand4 | 2 | 3.4
ha | 3 | 10
or2b | 1 | 2.1
xnor2 | 4 | 9.6
o211ai | 1 | 2.1
o21ai | 1 | 1.4
dfxtp | 5 | 27
nor3 | 1 | 1.4
xor2 | 3 | 7.2
nand3 | 1 | 1.4
mux2i | 2 | 5.5
nor4bb | 1 | 6.8
a21bo | 1 | 2.7
routing by layer:
layer / GRT usage, % / vias up / share of wire, %
li1: - / 145 / -
met1: 3.48 / 129 / 58
met2: 3.05 / 7 / 35
met3: 1.36 / 2 / 6.3
met4: 0.352 / 0 / 0.43
met5: 0 / - / 0
per-stage QoR:
stage	cell area, um^2	util [%]	instances
2_1_floorplan	365	-	36
3_3_place_gp	463	13.6	86
3_5_place_dp	463	13.6	86
4_1_cts	489	14.3	90
5_1_grt	489	14.3	90
6_report	489	14.3	90
final cells by class:
class | instances | area [um^2]
fill | 401 | 2930
clock buffer | 4 | 26.3
timing repair buffer | 4 | 40.0
sequential | 5 | 100
tap | 46 | 57.6
inverter | 4 | 15.0
multi-input combinational | 27 | 250
No activity file was given, so power comes from the tool's default toggle rates.
